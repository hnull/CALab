==> flow/design.v <==
module cache_controller
  (
    input clk,
    input rst,
    input [31:0] address,
    input [31:0] wdata,
    input   MEM_R_EN,
    input   MEM_W_EN,
    input   sram_ready,
    input [63:0] sram_rdata,
    output [31:0] rdata,
    output ready,
    output reg SRAM_mem_read,
    output reg SRAM_mem_write,
    output freeze
  );
  reg[73:0] way_1 [63:0];
  reg[73:0] way_2 [63:0];
  reg [63:0] least_recent_used;  
  wire [8:0] tag;
  wire [5:0] index;
  wire valid1,valid2,hit;
  wire first_or_second;
  assign tag = address[15:7];
  assign index = address[6:1];
  assign first_or_second = (address[0]) ? 1'b1 : 1'b0;
  integer i;
  always @ (posedge rst,posedge clk)
   begin
    if(rst)
      begin
        SRAM_mem_write <= 1'b0;
        SRAM_mem_read <= 1'b0;
        for(i = 0; i < 64 ; i = i + 1)
          begin
            way_1[i][73:0] <= {1'b0,9'b0,32'b0,32'b0};
            way_2[i][73:0] <= {1'b0,9'b0,32'b0,32'b0};
          end
      end
    else
      begin
        if (MEM_R_EN == 1'b1)
          begin
            if (hit == 1'b1)
              begin
                if (valid1)
                  least_recent_used[index] = 1'b0;
                else if (valid2)
                  least_recent_used[index] = 1'b1;
              end  
            else if (hit == 1'b0)
              begin
                SRAM_mem_read <= 1'b1;
              if(least_recent_used[index] == 1'b0 && sram_ready)
                begin
                  {way_2[index][63:0], way_2[index][72:64], way_2[index][73], least_recent_used[index]} = {sram_rdata, tag, 1'b1,1'b1};
                end
              else if(least_recent_used[index] == 1'b0 && sram_ready)
                begin
                  {way_1[index][63:0], way_1[index][72:64], way_1[index][73], least_recent_used[index]} = {sram_rdata, tag, 1'b1,1'b0};
                end
            end  
          end  
        else if(MEM_W_EN == 1'b1)
          begin
            SRAM_mem_write <= 1'b1;
              if (valid1 == 1'b1)
                begin
                  {way_1[index][73], least_recent_used[index]} = {1'b0,1'b0};
                end
              else if (valid2 == 1'b1)
                begin
                {way_2[index][73] ,least_recent_used[index]} = {1'b0,1'b1};
                end
          end  
        else if (sram_ready)
          begin
            {SRAM_mem_write, SRAM_mem_read} <= {1'b0,1'b0};
          end
      end
   end
  assign rdata = (hit) ?
                 (
                   (valid1) ? ((first_or_second) ? (way_1[index][31:0]) : (way_1[index][63:32])) :
                              ((first_or_second) ? (way_2[index][31:0]) : (way_2[index][63:32]))
                 ) : sram_rdata[31:0];
  assign valid1 = (way_1[index][73] && (tag == way_1[index][72:64]));
  assign valid2 = (way_2[index][73] && (tag == way_2[index][72:64]));
  assign hit = ((valid1 || valid2)) && (MEM_R_EN);
  assign freeze = (sram_ready) ? (hit) ? 1'b1 : 1'b0 : 1'b0;
endmodule  
==> flow/run.sh <==
#!/bin/bash
# OpenROAD 26Q1-2900-gdf79404cd8, Yosys 0.63+post, stock flow scripts
make -C /OpenROAD-flow-scripts/flow DESIGN_CONFIG=/design/flow/config.mk WORK_HOME=/design/flow/orfs finish
==> flow/config.mk <==
export PLATFORM = sky130hd
export DESIGN_NAME = cache_controller
export DESIGN_NICKNAME = cache_controller
export VERILOG_FILES = /design/flow/design.v
export SDC_FILE = /design/flow/constraint.sdc
export NUM_CORES = 4
export LEC_CHECK = 1
export CORE_UTILIZATION = 40
==> flow/constraint.sdc <==
current_design cache_controller

set clk_period 27.4
set clk_io_pct 0.2

create_clock -name clk0 -period $clk_period [get_ports {clk}]

set non_clock_inputs [all_inputs -no_clocks]
set_input_delay [expr $clk_period * $clk_io_pct] -clock clk0 $non_clock_inputs
set_output_delay [expr $clk_period * $clk_io_pct] -clock clk0 [all_outputs]
==> out/qor.txt <==
Number of H-tree levels -> 6
Share of cell area taken by muxes after synthesis -> 25.68%
Final estimated routing congestion in global placement -> 0.9735
Cell Type Count -> 85
First-pass iteration count of the detailed router -> 7
Worst max-slew margin expressed relative to the limit -> 6.829%
Async set-or-reset flop fraction in the synthesized netlist -> 98.67%
Element type at the critical path start -> primary input
Flop area -> 120500 µm²
Chip area -> 528000 µm²
Clock tree from TritonCTS -> yes
TritonCTS Buffers -> 529
Number of instances in the synthesized netlist -> 15340
Highest attainable clock frequency -> 0.05275 GHz
Most frequent cell on the critical path -> buf_4
Kind of path behind the tightest hold check -> flip-flop to flip-flop
Chip Height -> 726.6 µm
Number of filler cells placed in the layout -> 45710
Number of pins exceeding their max-slew limit in the final report -> 0
Count of port buffers added during placement -> 119
Remaining global-route overflow -> 0
EDFF count, synth -> 64
Worst-Margin Slew -> 1390 ps
Clock Pin Slew Worst Setup and Hold Paths -> 60 ps
Slowest library cell on the worst path -> nor2_4
Count of tool warnings -> 130
Synthesized-area fraction occupied by xor and xnor cells -> 0.02919%
Netlist area before placement -> 210000 µm²
Placed wire-length estimate after detailed placement -> 559.2 mm
Most common cell in the netlist -> dfrtp_1
Total of endpoints with negative setup slack in the final report -> 0
Overall via count from detail_route -> 150600
I/O pin cnt -> 169
Delay of the slowest cell on the worst path -> 860 ps
Fraction of the mapped netlist area in compound gates -> 9.340%
Root Driver -> clkbuf_16
Cell count in the Yosys report -> 15340
Dominant kind of combinational cell -> multiplexers
Sinks on the clock net -> 4802
First-pass GRT wire length -> 1294 mm
Worst Clk Skew -> 103.0 ps
Top post-synthesis cells by count -> dfrtp_1 (4738), mux2_2 (4348), a22oi_1 (1954)
Status -> finished clean
Post-Route Setup TNS -> 0 ps
Number of violations reported at the end of detailed-routing iteration 0 -> 15260
Antenna violations before repair -> 73
Top cell type by total area after synthesis -> dfrtp_1
Via count of the first global-routing pass -> 148600
Top-area cell share -> 56.45%
Core Util at FP -> 40.24%
Fin crit period -> 18960 ps
Total wire length -> 949.1 mm
CP Cell Sequence -> clkdlybuf4s50_1 > buf_4 > inv_1 > ha_1 > buf_4 > nand3_1 > nor2_4 > buf_4 > buf_4 > buf_4 > a22oi_1 > nand4_1 > nor4_1 > and4_1 > nor4_1 > nand4_1 > nor3_4 > nand2_4 > buf_4 > mux2_2 > clkdlybuf4s50_1
Simple Share, Synth -> 4.161%
Max-cap viol count -> 0
Longest Clk Path Bufs -> 4
Worst Path Max Fanout -> 29
Yosys stat area -> 210000 µm²
Cells taking the most area after synthesis -> dfrtp_1 (56%), mux2_2 (23%), a22oi_1 (7.0%)
Crit. End Element -> primary output
Number of hold violations in the final report -> 0
Setup repair after global routing missed its margin -> no
Global-route usage over all layers -> 37.37%
Quantity of hold-fixing buffers added after cts -> 0
WS Path Type -> primary input to primary output
Static Leakage -> 0.09894 µW
Synthesized area per cell -> 13.69 µm²
Count of instances resized after the clock tree is built -> 0
Registers, synthesis -> 4802
Largest net degree at the start of global routing -> 131
Adder-cell share of the synthesized area -> 0.03574%
Number of warnings reported in the yosys synthesis log -> 4
Number of standard-cell rows in the floorplan -> 265
MI comb area -> 83240 µm²
Detail Route Antenna Nets -> 0
Routed wire per std cell -> 41.85 µm
Fraction of final layout cells sized beyond drive strength 1 -> 40.15%
Later-pin clock latency in the skew report -> 1150 ps
Die Wd -> 726.6 µm
Area inside the core boundary -> 521900 µm²
Worst vdd rail ir drop -> 0.08095 mV
Ratio of routed vias to standard cells -> 6.639
Predominant post-synthesis flop cell -> dfrtp_1
Register area share after synthesis -> 57.37%
Final cycle utilization of the critical path -> 69.19%
Arr. time, crit path -> 13480 ps
Area growth, synth to finish -> 13.27%
Post-route DRC violation count -> 0
PD cells -> 102.4 nW/µm²
Number of setup buffers added after CTS -> 0
Data required time of the critical path -> 21920 ps
Utilization after layout -> 45.58%
[critical path: cells and delay by family]
family | cells | cell delay (ps)
buf+inv | 9 | 3900
fa+ha+maj | 1 | 170
mux | 1 | 430
simple gates | 9 | 3220
compound gates | 1 | 130
[report_power, final]
group          leakage [µW]  switching (µW)  total, µW  internal, µW
clock               0.00860            3130       7290          4150
sequential           0.0576            1750      12300         10600
combinational        0.0328            1970       4760          2790
total                0.0989            6860      24400         17500
[routing by layer]
metal	GRT usage, %	routed length (µm)
met1	47.32	336200
met4	20.79	70080
met5	0.3628	1028
met3	21.77	144500
met2	50.83	397300
[flip-flops by register name (all words and copies together) (netlist names)]
name	flops
SRAM_mem_read	1
SRAM_mem_write	1
way_2	4736
least_recent_used	64
[cell usage in the layout, fill, tap and decap left out, drive strengths merged, types with 64 or more instances in the layout]
cell type,synthesis,final
a21oi,68,68
nand3,113,113
o21bai,64,64
clkbuf,856,791
buf,718,939
diode,0,67
nor4,89,89
and3,112,112
nand2,367,367
a22oi,1954,1954
a22o,121,121
nor2,168,168
a221oi,129,129
dfrtp,4738,4738
clkinv,0,94
nand4,395,395
nor3,126,126
mux2,4705,4705
edfxtp,64,64
[final timing paths]
check | start | to | slack (ps) | depth (start not counted)
max | address[1] | rdata[29] | 8440 | 21
min | way_2[14][66] | way_2[14][66] | 480 | 1
max reg2reg | way_2[8][68] | way_2[17][45] | 19350 | 19
min reg2reg | way_2[14][66] | way_2[14][66] | 480 | 1
max in group asynchronous | rst | way_2[35][50] | 16040 | 11
min in group asynchronous | rst | way_2[48][7] | 5110 | 2
[metrics by stage]
| step | std cells | setup slack (ps) | power [µW] | cell area (µm²) | hold slack, ps |
|---|---|---|---|---|---|
| after floorplan | 15340 | -44140 | 16160 | 210000 | 446.5 |
| after global placement | 21680 | 8673 | 16810 | 220100 | 462.3 |
| after detailed placement | 21680 | 8687 | 17070 | 220100 | 470.0 |
| after CTS | 22610 | 8668 | 24310 | 237700 | 482.2 |
| after global routing | 22620 | 8347 | 25430 | 237700 | 494.5 |
| final | 22680 | 8442 | 24370 | 237900 | 478.8 |
[final cells by class]
type | instances | area share (%)
antenna | 67 | 0.07048
clock buffer | 791 | 6.566
clock inverter | 137 | 0.8326
inverter | 16 | 0.02682
multi-input combinational | 8944 | 34.99
sequential | 4802 | 50.65
tap | 6942 | 3.651
timing repair buffer | 980 | 3.216
[cells by family after synthesis]
family / count (synthesis)
AND-OR/OR-AND: 2595
XOR/XNOR: 7
adder cells (fa/ha/maj): 6
buffers and inverters: 1590
flip-flops: 4802
multiplexers: 4766
other: 1
AND/OR/NAND/NOR: 1569
Power figures rest on the tool's default switching activity, not on a simulated workload.
