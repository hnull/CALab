`flow/config.mk`:
```
export PLATFORM = sky130hd
export DESIGN_NAME = Data_memory
export DESIGN_NICKNAME = Data_memory
export VERILOG_FILES = /design/flow/design.v
export SDC_FILE = /design/flow/constraint.sdc
export NUM_CORES = 4
export LEC_CHECK = 1
export CORE_UTILIZATION = 30
export SYNTH_MEMORY_MAX_BITS = 65536
```
`flow/constraint.sdc`:
```
current_design Data_memory

set clk_period 33.5
set clk_io_pct 0.2

create_clock -name clk0 -period $clk_period [get_ports {clk}]

set non_clock_inputs [all_inputs -no_clocks]
set_input_delay [expr $clk_period * $clk_io_pct] -clock clk0 $non_clock_inputs
set_output_delay [expr $clk_period * $clk_io_pct] -clock clk0 [all_outputs]
```
`flow/design.v`:
```
module Data_memory(input [31:0]address,write_data,input mem_read,mem_write,input clk,rst,output [31:0] read_data);
  reg [31:0] memory [255:0];
  assign read_data = mem_read ? memory[address] : 32'b0;
  always @ ( posedge clk ) begin
    if (mem_write) begin
      memory[address] = write_data;
    end
  end
endmodule  
```
`flow/run.sh`:
```
#!/bin/bash
# OpenROAD 26Q1-2900-gdf79404cd8, Yosys 0.63+post, stock flow scripts
make -C /OpenROAD-flow-scripts/flow DESIGN_CONFIG=/design/flow/config.mk WORK_HOME=/design/flow/orfs finish
```
==> qor.txt <==
status = finished clean
P_sw = 4.51 mW
final instance area = 0.362 sq mm
max-cap viol count = 0
Final Hold Vio Count = 0
CTS resizes = 0
CP startpoint kind = input port
Post-CTS Setup Bufs = 0
largest net degree at the start of global routing = 107
number of global-route vias before repair = 169000
die area = 1.05 sq mm
Die Span X = 1.03 mm
Combinational Power Share = 4.9%
vias = 156000
total tool warning count = 59
syn avg cell area = 20.5 sq um
achievable clock frequency = 46.3 MHz
max reg flops = 8192
Sequential Power Share = 54.1%
Pint = 16.4 mW
CP delay by family, top = buffers and inverters
final hold slack = 5.90 ns
Via-to-Cell Ratio = 5.08
CTS tree = built
total I/O pin count = 100
final wirelength = 887 mm
yosys cell count = 15300
Slew headroom = 7.54%
cts hold-fix bufs = 0
Min-Delay Path Class = in2reg
YS chip area = 0.314 sq mm
crit path DRT = 26.80 ns
Routed Antenna Nets = 0
period utilisation layout = 64.5%
Seq/Total Area, Yosys = 78.3%
flip-flops with a built-in enable = 8192
initial antenna violation count = 44
Filler cells = 94900
first-pass GRT wire length = 1240 mm
Port Buffer Count = 74
drt wl/cell = 28.8 um
setup TNS = 0 ns
Synth Cell Area = 0.314 sq mm
Pre-Place Util = 30.1%
crit path max fanout = 84
DRC = 0
DRT Pass-1 Iters = 5
Top cells excl fill/tap = 8192 x edfxtp_1, 1418 x mux2i_1, 1154 x mux4_2
clock slew at reported path FFs = 0.06 ns
row count = 375
share of cells above drive strength 1 = 22.5%
Async SR Flop Fraction = 0%
CP peak stage delay = 0.72 ns
fin crit period = 21.61 ns
Setup CP Type = in2out
post-layout util = 34.7%
area delta synth->final = 15.2%
CP Buf/Inv Count = 10
clock power share = 41.0%
CTS root buffer = clkbuf_16
placed cell area = 0.337 sq mm
Critical-path top delay cell = buf_4
cell count after synthesis = 15300
number of CTS-inserted buffers = 807
leakage power = 112 nW
most frequent logic cell in the layout = edfxtp_1
Max Buffers Root-to-Sink = 4
total congestion overflow = 0
dpl cells = 29200
capturing element type of the critical path = output port
Detailed Place HPWL = 508 mm
Finished Layout Cells = 30800
Slew @ Worst Pin = 1.35 ns
Die Ht = 1.03 mm
core area = 1.04 sq mm
crit-path cells = buf_16, buf_4, buf_12, buf_4, buf_4, buf_4, buf_4, buf_4, mux2_2, o221ai_1, nand4_1, a21oi_1, a2111oi_2, buf_4, clkdlybuf4s50_1
Worst VDD drop = 0.0000675 V
routability congestion estimate = 0.883
DR iter-0 viols = 10300
Yosys reg bits = 8192
Final Setup Violations = 0
Pwr per Cell Area = 57.7 mW/mm^2
clock sink count = 8192
Most common reg cell = edfxtp_1
Most common cell on crit path = buf_4
Logic cell area = 0.0660 sq mm
CP arrival = 14.91 ns
post-synth cell types = 56
Sw Ratio = 21.6%
H-tree depth = 6
yosys warning tally = 1
max-slew violation count = 0
GRT Overall Usage = 17.9%
unrepaired setup endpoints after global routing = no
Seq. cell area = 0.246 sq mm
==> cell families after synthesis <==
group | Yosys count | synth area share [%]
simple gates | 1387 | 2.22
buf+inv | 927 | 1.51
mux | 2920 | 14.0
flops | 8192 | 78.3
compound gates | 1877 | 3.93
==> per-stage QoR <==
stage	setup slack (ns)	power [mW]
floorplan	17.98	12.0
global placement	11.94	12.5
detailed placement	11.94	12.5
CTS	11.93	21.0
global route	11.54	21.5
finish	11.89	20.9
==> power by group through the flow <==
stage	registers, mW	logic (mW)	clock network, mW
after CTS	11.3	1.02	8.69
final	11.3	1.02	8.57
after global routing	11.3	1.09	9.08
==> area by class of cell <==
cell class	count	area share (%)
Sequential cell	8192	68.0
Timing Repair Buffer	920	2.10
Inverter	3	0.00519
Clock inverter	414	0.965
Multi-Input combinational cell	6184	18.2
Clock buffer	1049	5.88
Antenna cell	47	0.0325
Tap cell	13900	4.82
==> cell usage after synthesis, types with 2 or more instances <==
cell | number | share of area (%)
o21ai_0 | 349 | 0.56
o22ai_1 | 416 | 0.83
nor4_2 | 13 | 0.052
nor2b_1 | 192 | 0.38
mux4_2 | 1154 | 8.3
o32ai_1 | 30 | 0.084
nand2b_1 | 4 | 0.0080
o22a_1 | 2 | 0.0056
nor2_1 | 480 | 0.57
or2_2 | 3 | 0.0060
nand4_1 | 135 | 0.27
a211oi_1 | 181 | 0.43
a2111oi_1 | 27 | 0.086
a221oi_1 | 126 | 0.35
clkbuf_1 | 378 | 0.45
o211ai_1 | 31 | 0.074
nand4b_1 | 4 | 0.011
buf_8 | 7 | 0.033
mux2i_1 | 1418 | 4.5
a21oi_1 | 383 | 0.61
and4_1 | 2 | 0.0056
nor4_1 | 82 | 0.16
inv_1 | 2 | 0.0024
a2111oi_0 | 155 | 0.43
buf_4 | 98 | 0.23
o221ai_1 | 62 | 0.17
buf_2 | 325 | 0.52
mux2_2 | 348 | 1.2
and2b_1 | 2 | 0.0048
and3_1 | 34 | 0.068
a22oi_1 | 70 | 0.17
edfxtp_1 | 8192 | 78
nand4bb_1 | 5 | 0.018
o21ai_1 | 5 | 0.0080
nand3_1 | 181 | 0.29
buf_6 | 54 | 0.19
nor3_1 | 37 | 0.059
or4b_1 | 2 | 0.0064
a2111oi_2 | 4 | 0.019
buf_1 | 60 | 0.072
and2_1 | 8 | 0.016
a22o_1 | 32 | 0.089
nand2_1 | 167 | 0.20
or4_1 | 31 | 0.074
==> final timing paths <==
| path | cells past startpoint | start | endpoint |
|---|---|---|---|
| worst min-delay path | 1 | write_data[26] | memory[147][26]$_DFFE_PP_ |
| worst max-delay path | 15 | address[1] | read_data[1] |
==> metal layers <==
metal	vias to the layer above	share of wire, %	global-route usage (%)
met3	1606	22	17.5
met4	74	3.9	5.55
met5	-	0.39	2.90
met1	78100	30	18.0
met2	10800	44	25.3
li1	65600	-	-
No activity file was given, so power comes from the tool's default toggle rates.
