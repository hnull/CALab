`flow/config.mk`:
```
export PLATFORM = sky130hd
export DESIGN_NAME = Data_Memory
export DESIGN_NICKNAME = Data_Memory
export VERILOG_FILES = /design/flow/design.v
export SDC_FILE = /design/flow/constraint.sdc
export NUM_CORES = 4
export LEC_CHECK = 1
export CORE_UTILIZATION = 50
export SYNTH_MEMORY_MAX_BITS = 65536
```
`flow/design.v`:
```
module Data_Memory(input [31:0]address,write_data,input mem_read,mem_write,input clk,rst,output [31:0] read_data);
  reg [31:0] memory [255:0];
  assign read_data = mem_read ? memory[address] : 32'b0;
  always @ ( posedge clk ) begin
    if (mem_write) begin
      memory[address] = write_data;
    end
  end
endmodule  
```
`flow/constraint.sdc`:
```
current_design Data_Memory

set clk_period 55.9
set clk_io_pct 0.2

create_clock -name clk0 -period $clk_period [get_ports {clk}]

set non_clock_inputs [all_inputs -no_clocks]
set_input_delay [expr $clk_period * $clk_io_pct] -clock clk0 $non_clock_inputs
set_output_delay [expr $clk_period * $clk_io_pct] -clock clk0 [all_outputs]
```
`flow/run.sh`:
```
#!/bin/bash
# OpenROAD 26Q1-2900-gdf79404cd8, Yosys 0.63+post, stock flow scripts
make -C /OpenROAD-flow-scripts/flow DESIGN_CONFIG=/design/flow/config.mk WORK_HOME=/design/flow/orfs finish
```
==> run notes <==
run results: CP required roughly 45000 ps, Arr. time, crit path 18650 ps, TritonRoute pass-1 iters 6, clock sink count 8192, Synth logic family multiplexers, outcome complete, no violations, FP Rows around 290, Post-CTS Setup Inserts 0, # DRC 0, Slew Viols, Final 0, maximum VDD drop 0.0000352 V, post-synth cell types 56, Slew Limit Headroom 20.1%, Min-Delay Path Class in2reg, leakage 113 nW, yosys adder share 0%, port bufs 74, tool warnings 59, initial drt markers 10900, vias in the first global route 167000, synthesized area per cell 20.5 um2, CTS Buffer Depth 4, final total power around 13 mW, Final min period ~30000 ps, CP Capture Type output pin, Core Area ~620000 um2, I/O pins 100, routed len/inst 35.1 um, launch point of the worst path address[1], Synthesized registers 8192, Slowest Stage Delay on Critical Path 1110 ps, maxcap violations 0, setup tns final 0 ps, power density cells 35.6 nW/um2, yosys simple share 2.22%, Final ANT Viol Nets 0, first-pass GRT wire length 1240000 um, register share after synthesis 78.3%, cts bufs inserted 817, die height 795 um, Largest register FFs about 8200, Placer Congestion 0.904, worst-margin pin slew 1200 ps, initial antenna violation count between 40 and 50, family with the most delay on the worst path buffers and inverters, layout cell share with drive strength beyond 1 22.8%, startpoint types input pin, crit path buf inv count 9, Mapped Area ~310000 um2, Cells after Synth 15300, Fin Hold WS 10410 ps, GRT Util Overall 31.7%, Max stage delay cell, worst path a21oi_1, post-layout instance area between 300000 and 400000 um2, Compound Share, Synth under 10%, CTS tree built, CP Class in2out, Mux area share 14.0%, RSZ-0062 raised after global routing false, Synth Warn # 1, hold_sp write_data[30], final setup violation count 0, Hold Buf Count CTS 0, Worst-path clk slew 60 ps, Final Hold Fails 0, # Cells Yosys 15300, most numerous logic cell after layout edfxtp_1, routed vias 156000, total global routing overflow 0, yosys xor share 0%, largest net degree at the start of global routing around 140, htree depth 6, Crit path top cell by count buf_4, most used flip-flop cell edfxtp_1, CTS-repair resized insts 0, Post-Route WL 884000 um, Die W 795 um, critical-path cell list buf_16 -> buf_4 -> buf_12 -> buf_4 -> buf_4 -> buf_4 -> buf_4 -> mux4_2 -> a2111oi_0 -> buf_4 -> nand4_1 -> a21oi_1 -> a2111oi_1 -> clkdlybuf4s50_1, DP HPWL 510000 um, Syn-to-layout area delta 13.2%, FMAX 0.0335 GHz, number of vias per cell between 6 and 7, Critical Path Fanout Max 79, number of enable flip-flop cells approximately 8200, fillers 45200, yosys stat area 314000 um2, Synth async-reset ratio 0%, root buf cell clkbuf_16, final period utilization 53.4%, Core Util at FP 50.3%, DP Area 330000 um2, die area 631000 um2, Top cells excl fill/tap edfxtp_1, mux2i_1, mux4_2
-- metal layers --
metal,vias up,global-route usage (%),part of all wire (%)
li1,65700,-,-
met1,77900,38.8,30
met2,10500,42.7,45
met3,1623,27.5,20
met4,72,10.6,4.5
met5,-,2.47,0.24
-- through the flow --
stage               setup slack, ps  cells  util (%)
finish                        26070  25200      56.9
global route                  25890  25100      56.9
CTS                           26250  25100      56.9
detailed placement            26270  23600      52.8
global placement              26270  23600      52.8
floorplan                     31420  15300         -
-- cells in the mapped netlist, types with 70 or more instances --
library cell  count  area (um2)
a211oi_1        181        1360
mux2i_1        1418       14200
edfxtp_1       8192      246000
a2111oi_0       155        1360
a21oi_1         383        1920
nand4_1         135         845
nand3_1         181         906
buf_4            98         736
nand2_1         167         627
mux2_2          348        3920
nor4_1           82         513
a221oi_1        126        1100
o21ai_0         349        1750
mux4_2         1154       26000
buf_2           325        1630
nor2b_1         192        1200
o22ai_1         416        2600
a22oi_1          70         526
nor2_1          480        1800
clkbuf_1        378        1420
-- layout make-up --
class                      instances  area (um2)  area share, %
antenna                           43         108         0.0303
clock inverter                   468        4360           1.23
tap                             8322       10400           2.93
sequential                      8192      246000           69.2
clock buffer                    1015       21400           6.01
inverter                           3        18.8        0.00528
timing repair buffer             927        7560           2.13
multi-input combinational       6184       65800           18.5
-- power breakdown --
group          switching [mW]  internal (mW)  total (mW)
Clock                    2.29           3.00        5.29
Sequential            0.00259           6.77        6.77
Combinational           0.429          0.186       0.615
Total                    2.72           9.96        12.7
-- cells by family (layout without fill, tap and decap cells) --
logic type,after synthesis,in the layout
and+or+nand+nor,1387,1387
muxes,2920,2920
buffers and inverters,927,2413
other,0,43
AOI/OAI and AO/OA,1877,1877
DFF,8192,8192
-- path summary, 6_finish.rpt --
path / end / slack (ps) / depth (start not counted)
worst max-delay path: read_data[27] / 26070 / 14
worst min-delay path: memory[196][30] / 10410 / 1
Power is estimated from default activity; no workload was simulated.
